==> design.v <==
module ALU (
    input [15:0] A,
    input [15:0] B,
    input [2:0] ALU_CTRL,
    output reg [15:0] ALU_OUT,
    output FLAG
);
always @(*) begin
    case(ALU_CTRL)
    3'd0 : ALU_OUT=A+B;
    3'd1 : ALU_OUT=A-B;
    3'd2 : ALU_OUT=~A;
    3'd3 : ALU_OUT=A<<B;
    3'd4 : ALU_OUT=A>>B;
    3'd5 : ALU_OUT=A&B;
    3'd6 : ALU_OUT=A|B;
    3'd7 : ALU_OUT=(A>B)?(16'd1):(16'd0);
    default : ALU_OUT=A+B;
    endcase
end
assign FLAG = (ALU_OUT==16'd0)?(1'd1):(1'd0);
endmodule
==> run.sh <==
#!/bin/bash
# OpenROAD 26Q1-2900-gdf79404cd8, Yosys 0.63+post, stock flow scripts
make -C /OpenROAD-flow-scripts/flow DESIGN_CONFIG=/design/flow/config.mk WORK_HOME=/design/flow/orfs finish
==> config.mk <==
export PLATFORM = sky130hd
export DESIGN_NAME = ALU
export DESIGN_NICKNAME = ALU
export VERILOG_FILES = /design/flow/design.v
export SDC_FILE = /design/flow/constraint.sdc
export NUM_CORES = 4
export LEC_CHECK = 1
export CORE_UTILIZATION = 40
==> constraint.sdc <==
current_design ALU

set clk_period 6.5
set clk_io_pct 0.2

create_clock -name clk0 -period $clk_period

set non_clock_inputs [all_inputs -no_clocks]
set_input_delay [expr $clk_period * $clk_io_pct] -clock clk0 $non_clock_inputs
set_output_delay [expr $clk_period * $clk_io_pct] -clock clk0 [all_outputs]
==> results_slide.txt <==
Physical Implementation Snapshot

Final layout
  • Clkbuf count: 0
  • Non-Filler Instances: approximately 790
  • Layout cells sized above 1: 0.141
  • Final Util: 0.508
  • FF+latch area: 0 um2
  • Layout area overhead: 21.6%
  • Design area: roughly 5000 um2
  • Flops: 0
  • # fillers: roughly 1000

Detailed routing
  • DRT antenna net count: 0
  • Vias per std cell: around 6.3
  • Drt total wl: between 15000 and 20000 um
  • Vias: 4956
  • Antenna diodes: 0
  • DRC violations left: 0
  • Routed len/inst: 21.6 um
  • Drt first-iter violations: about 400
  • First drt pass iteration count: 5

Power
  • LEAKAGE: roughly 2.1 nW
  • Worst IR Drop VDD: 0.0404 mV
  • Pwr Total: 0.000417 W
  • PD cells: between 80 and 90 nW/um2

Placed design
  • Placed wire-length estimate: 13800 um
  • IO buf count: about 52
  • Placed inst area: about 5000 um2
  • Post-placement cell count: 791
  • Final GP Congestion: between 0.9 and 1

Global route
  • Vias in the first global route: approximately 4500
  • Grt ovf: 0
  • All-Layer GR Usage: 0.326
  • Largest net degree at the start of global routing: 39
  • Initial antenna violation count: 0
  • First-pass GRT wire length: approximately 27000 um

Synth
  • Top area cell types: ha_1 15%, mux2i_1 6.1%, mux4_2 6.0%
  • Syn Std Cell Area: 4130 um2
  • Post-synth top area cell: ha_1
  • Ys Warns: 1
  • Yosys Instances: roughly 610
  • Commonest cells post-synth: 52 x nand2_1, 50 x nor2_1, 48 x ha_1, 47 x inv_1, 43 x o21ai_0
  • Register share after synthesis: 0
  • Area leader share: 0.146
  • Syn Area/Cell: 6.82 um2
  • Synth unique cells: approximately 73
  • Count leader, synth: nand2_1
  • Syn Inst Count: 605
  • Yosys stat chip area: roughly 4100 um2

Final timing
  • Slew margin rel.: 0.564
  • Final Max Slew Viols: 0
  • Setup violators final: 0
  • Setup TNS: 0 ns
  • Tcrit/Tclk final: 0.967
  • Max Fclk: approximately 0.16 GHz
  • RSZ-0062 raised after global routing: no
  • Tmin final: around 6.3 ns
  • Final Hold Viols: 0
  • Worst slew pin tran: approximately 0.65 ns

Setup path
  • Crit path max-delay cell type: or4_1
  • Largest fanout on the critical path: 4
  • WP data required: approximately 5.2 ns
  • Delay of the slowest cell on the worst path: 0.54 ns
  • Critical path type: input port to primary output
  • Worst Setup SP: A[0]
  • CP dominant cell by count: clkdlybuf4s50_1
  • Arrival time at the worst endpoint: between 4 and 5 ns
  • Crit-path cells: clkdlybuf4s50_1 -> inv_1 -> ha_1 -> fa_1 -> or2_4 -> a221oi_2 -> buf_4 -> nor4_1 -> o21ai_1 -> mux2i_1 -> o211ai_1 -> or4_1 -> nor4_2 -> clkdlybuf4s50_1
  • Critical path startpoint category: input port
  • Crit. End Element: primary output

Hold path
  • Worst Hold Class: input port to primary output
  • Hold path startpoint: B[0]

Floorplanning
  • Die Span Y: 104 um
  • Die X: approximately 100 um
  • Pre-Place Util: 0.418
  • Total core area: between 9000 and 10000 um2
  • IO Pins: ~52
  • Row count: 36
  • Die ar.: 10700 um2

Status
  • Status: finished, final reports clean

Run
  • Tool warnings: ~64
  • Total of max-cap violations: 0
-- layout make-up --
class                           count  area [um2]  area share
Timing Repair Buffer              102         903       0.180
Multi-Input combinational cell    508        3760       0.750
Inverter                           49         184      0.0367
Tap cell                          133         166      0.0332
-- critical path: cells and delay by family --
| kind | cells | cell delay (ns) |
|---|---|---|
| buf+inv | 4 | 1.23 |
| fa+ha+maj | 2 | 0.61 |
| mux | 1 | 0.22 |
| simple gates | 4 | 1.08 |
| compound gates | 3 | 0.55 |
-- cell families (layout without fill, tap and decap cells) --
| kind of cell | after synthesis | count (layout) | share of synthesized area |
|---|---|---|---|
| AND-OR/OR-AND | 200 | 200 | 0.327 |
| XOR/XNOR | 7 | 7 | 0.0149 |
| adder cells (fa/ha/maj) | 50 | 50 | 0.155 |
| buffers and inverters | 97 | 151 | 0.0968 |
| multiplexers | 53 | 53 | 0.167 |
| AND/OR/NAND/NOR | 198 | 198 | 0.239 |
-- cell usage in the layout, fill, tap and decap left out, types with 5 or more instances in the layout --
cell type and count:
nor3_1 19, nand2_1 52, nor4_1 13, o22ai_1 7
o21bai_1 6, nand3_1 10, a211oi_1 16, mux2_1 5
nand2b_1 8, ha_1 48, or4_1 7, buf_4 49
mux2_2 12, o21ai_1 9, o211ai_1 9, a21oi_1 41
or3_1 5, clkdlybuf4s50_1 51, nor2b_1 11, o21ai_0 41
mux4_2 11, inv_1 47, mux2i_1 25, nor2_1 50
a221oi_1 8
-- report_power, final --
group | switching (W) | internal, W
registers | 0 | 0
clock network | 0 | 0
logic | 0.000230 | 0.000187
-- final timing paths --
check  cells past startpoint          to
max                       14        FLAG
min                        6  ALU_OUT[1]
-- routing by layer --
| layer | vias up | GRT usage | part of all wire |
|---|---|---|---|
| li1 | 2383 | - | - |
| met1 | 2317 | 0.469 | 0.44 |
| met2 | 230 | 0.537 | 0.46 |
| met3 | 26 | 0.0372 | 0.074 |
| met4 | 0 | 0.0507 | 0.022 |
| met5 | - | 0 | 0 |
-- per-stage QoR --
step	setup WS, ns	hold WS (ns)
after detailed placement	0.106	3.70
after global routing	0.00373	3.80
after CTS	0.0816	3.71
final	0.214	3.72
after global placement	0.103	3.70
after floorplan	0.703	2.77
-- repair_timing --
item	CTS	global route
gates resized	0	8
hold buffers	0	0
buffers inserted	0	1
endpoints found under the setup margin	0	1
Power and IR drop assume default switching activity.
