==> flow/design.v <==
module REG_FILE_MODULE (
    input clk,
    input reg_write_en,
    input [15:0] reg_write_data,
    input [3-1:0] reg_write_addr,
    input [3-1:0] reg_read_addr1,
    input [3-1:0] reg_read_addr2,
    output [15:0] reg_read_data1,
    output [15:0] reg_read_data2
);
reg [15:0] reg_array [8-1:0];
integer i;
initial begin
    for (i=0;i<(8);i=i+1) reg_array[i] <= 16'd0;  
end
always @(posedge clk) begin
    if(reg_write_en) reg_array[reg_write_addr]<=reg_write_data;
end
assign reg_read_data1=reg_array[reg_read_addr1];
assign reg_read_data2=reg_array[reg_read_addr2];
endmodule
==> flow/run.sh <==
#!/bin/bash
# OpenROAD 26Q1-2900-gdf79404cd8, Yosys 0.63+post, stock flow scripts
make -C /OpenROAD-flow-scripts/flow DESIGN_CONFIG=/design/flow/config.mk WORK_HOME=/design/flow/orfs finish
==> flow/config.mk <==
export PLATFORM = sky130hd
export DESIGN_NAME = REG_FILE_MODULE
export DESIGN_NICKNAME = REG_FILE_MODULE
export VERILOG_FILES = /design/flow/design.v
export SDC_FILE = /design/flow/constraint.sdc
export NUM_CORES = 4
export LEC_CHECK = 1
export CORE_UTILIZATION = 40
==> flow/constraint.sdc <==
current_design REG_FILE_MODULE

set clk_period 2.6
set clk_io_pct 0.2

create_clock -name clk0 -period $clk_period [get_ports {clk}]

set non_clock_inputs [all_inputs -no_clocks]
set_input_delay [expr $clk_period * $clk_io_pct] -clock clk0 $non_clock_inputs
set_output_delay [expr $clk_period * $clk_io_pct] -clock clk0 [all_outputs]
==> flow_metrics.py <==
# Auto-generated metrics
metrics = {
    "min_path": {
        "min_delay_worst_endpoint": "reg_array[7][0]",
        "holdCritPathClass": "input port to flip-flop",
        "worstHoldStart": "reg_write_data[0]",
        "hold_depth": 1,
    },
    "clocking": {
        "clk_pin_slew_ps": 50,
        "cts_tree": "built",
        "clock-sinks": 128,
        "cts_buffer_depth": 2,
        "htree_levels": 4,
        "cts_buffers": 17,
        "root_buffer": "clkbuf_16",
    },
    "floorplan": {
        "coreArea_um2": 14600,
        "fp-utilization": 0.413,
        "rows": 44,
        "chipArea_um2": 15600,
        "pin_count": 59,
        "die_y_um": 125,
        "die_w_um": 125,
    },
    "global_routing": {
        "grt_antenna_before_repair": 0,
        "grt_pass1_vias": 3278,
        "grtUsageTotal": 0.191,
        "grt_max_degree": 17,
        "overflow": 0,
        "grt_pass1_wl_mm": 19.1,
    },
    "synth": {
        "netlist_area_um2": 6040,
        "seq_area_frac_synth": 0.636,
        "numSynthFlops": 128,
        "ys.warnings.count": 1,
        "top_cells_by_area": "edfxtp_1, mux4_1, mux2_2, mux4_2, buf_6",
        "ys_area_um2": 6040,
        "syn-instance-count": 255,
        "ys_types": 12,
        "ys_cells": 255,
        "synth.largest_area_cell": "edfxtp_1",
        "syn_area_per_cell_um2": 23.7,
        "synthDominantCellAreaShare": 0.636,
    },
    "setup_path": {
        "crit_arrival_ps": 2080,
        "crit_fanout": 6,
        "crit_path_end_kind": "output port",
        "critPathMaxStageDelay_ps": 570,
        "path_cells": "buf_16, buf_12, mux4_1, mux2_2, clkdlybuf4s50_1",
        "critical_path_required_ps": 2080,
        "start_kind": "input port",
        "path_class": "input port to output port",
        "worst_path_max_delay_cell": "mux4_1",
    },
    "sta": {
        "slew-limit-headroom": 0.759,
        "final-setup-viol-count": 0,
        "slew_viol_final": 0,
        "setup_ws_ps": 4.41,
        "period_used_share": 0.998,
        "max_freq_mhz": 385,
        "fin_crit_ps": 2600,
        "final_hold_viol_count": 0,
        "fin_hold_ws_ps": 838,
        "tightest_slew_ps": 362,
    },
    "power": {
        "power.share.sequential": 0.469,
        "switchingPower_w": 0.000970,
        "p_total_w": 0.00505,
        "ir_drop_uv": 359,
        "clkPwrFrac": 0.420,
        "p_leak_nw": 2.66,
        "swShare": 0.192,
        "p_comb_frac": 0.110,
        "intPower_w": 0.00408,
        "powerDensity_nw_per_um2": 652,
    },
    "final_layout": {
        "syn_to_final_growth_pct": 28.3,
        "final_layout_size_suffix_gt1_frac": 0.331,
        "reg.largest.list": "reg_array x128",
        "regMostFlops": "reg_array",
        "largest_reg_flops": 128,
        "post-route-cell-area_um2": 7750,
    },
    "drt": {
        "drc": 0,
        "drtPass1Iterations": 20,
        "drtIter0Drc": 164,
        "wl_per_cell_um": 25.1,
        "wl_mm": 13.6,
        "dr_total_vias": 3120,
        "final_antenna_net_count": 0,
        "antenna_cells_inserted": 0,
        "via_per_inst": 5.75,
    },
    "place": {
        "globalplace.congestion": 0.720,
        "io_buffer_count": 58,
        "dp_hpwl_mm": 6.93,
        "post-place-ws_ps": -249,
        "place_area_um2": 6960,
    },
    "job": {
        "warning_count": 25,
        "cap_violations": 0,
    },
    "status": {
        "status": "finished, final reports clean",
    },
}
## worst max-delay path by stage
| stage | startpoint | slack (ps) | cells past startpoint | end |
|---|---|---|---|---|
| after global routing | reg_read_addr1[0] | -30 | 5 | reg_read_data1[13] |
| final | reg_read_addr1[0] | 4 | 5 | reg_read_data1[13] |
| after CTS | reg_read_addr2[0] | 0.1 | 5 | reg_read_data2[13] |
## cells in the mapped netlist
master and instances:
nand2_1 2, nor2_1 6, nor3_1 2, edfxtp_1 128
mux4_1 56, mux2_2 32, clkbuf_2 2, mux4_2 8
nand2b_1 3, buf_6 8, buf_1 6, clkbuf_1 2
## power groups by stage
stage                 Clock (W)  Sequential [W]  Combinational (W)
final                   0.00212         0.00237           0.000558
after global routing    0.00225         0.00238           0.000599
after CTS               0.00216         0.00237           0.000532
## layout make-up
| class | count | area (um^2) |
|---|---|---|
| clock buffers | 21 | 440 |
| clock inverters | 11 | 96.3 |
| fillers | 1126 | 6890 |
| multi-input cells | 109 | 2010 |
| flip-flops and latches | 128 | 3840 |
| well taps | 184 | 230 |
| repair buffers | 90 | 1130 |
## per-stage QoR
step,cells,TNS [ps],util
2_1_floorplan,255,0,-
3_3_place_gp,498,-6720,0.475
3_5_place_dp,498,-6530,0.475
4_1_cts,535,0,0.522
5_1_grt,543,-48.4,0.529
6_report,543,0,0.529
## critical path: cells and delay by family
kind | cells | cell delay (ps)
buffers and inverters | 3 | 680
muxes | 2 | 870
## routing by layer
layer  vias to the layer above  GRT usage  routed length (um)
li1                       1345          -                   -
met1                      1556      0.258                4900
met2                       198      0.285                6640
met3                        21      0.119                1840
met4                         0     0.0402                 228
met5                         -          0                   0
## logic make-up after synthesis
family        share of synthesized area
flops                             0.636
buf+inv                          0.0215
simple gates                    0.00973
mux                               0.333
## placed cells by master, fill, tap and decap left out
master             n
buf_12             9
dlymetal6s2s_1     1
clkinv_1           7
nor3_2             2
buf_16             6
clkbuf_1           4
mux4_2            28
clkinv_2           2
mux4_1            36
nand2b_1           3
buf_2              2
clkbuf_16         22
nand2_1            2
clkdlybuf4s50_1   53
bufinv_16          2
mux2_4             2
buf_4             14
mux2_2            30
edfxtp_1         128
nor2_1             6
## timing repair
action                     in CTS  in global routing
gates resized                  25                 25
cloned                          5                  5
setup endpoints to repair      32                 27
buffers inserted                0                  3
hold buffers                    0                  0
No activity file was given, so power comes from the tool's default toggle rates.
